==> /design/flow/design.v <==
`timescale 1ns/1ps
module crd #(
    parameter iWIDTH = 10,
    parameter oWIDTH = $clog2(iWIDTH)
    ) ( 
    output reg err, crd_bit,
    input clk,
    input rst,
    input [iWIDTH - 1:0] data_in
    );
    reg [iWIDTH-1 : 0] in_fetch;
    reg [oWIDTH-1:0] dum;
    wire oeq5, ogr5;
    reg beg;
    wire [oWIDTH - 1:0] ones_count;
    assign ones_count = dum;
    assign oeq5 = ((ones_count) == (iWIDTH>>1));
    assign ogr5 = ((ones_count) > (iWIDTH>>1));
    integer i;
    always @(posedge clk ) begin
        if(!rst) begin
            in_fetch = data_in;
            beg = 1'b1;
        end
        else begin
            in_fetch = 0;
            beg = 1'b0;
        end
    end
    always @(*) begin
        dum = 0;
        for(i=0; i<iWIDTH; i=i+1) begin
            dum = dum + in_fetch[i];
        end
    end
    parameter idle = 2'b00;
    parameter pos = 2'b01;
    parameter neg = 2'b10;
    reg [1:0] cs, ns;
    always @(posedge clk ) begin
        if(rst)
            cs <= idle;
        else
            cs <= ns;
    end
    always @(*) begin 
        casex (cs)
            idle: begin
                    if(rst | beg==0) begin
                        ns = idle;
                        err = 1'bx;
                        crd_bit = 1'bx;
                    end
                    else if(ogr5|oeq5)begin
                        ns = pos;
                        err = 0;
                        crd_bit = 1;
                    end
                    else begin
                        ns = neg;
                        err = 0;
                        crd_bit = 0;
                    end
                end 
            pos: begin
                    if(oeq5)begin
                        ns = pos;
                        err= 0;
                        crd_bit = 1;
                    end
                    if(ogr5) begin
                        ns = pos;
                        err = 1;
                        crd_bit=1;
                    end
                    if(~(oeq5|ogr5))begin
                        ns = neg;
                        err = 0;
                        crd_bit = 0;
                    end
                end
            neg: begin
                    if(oeq5)begin
                        ns = neg;
                        err= 0;
                        crd_bit = 0;
                    end
                    if(~(oeq5|ogr5)) begin
                        ns = neg;
                        err = 1;
                        crd_bit=0;
                    end
                    if(ogr5)begin
                        ns = pos;
                        err = 0;
                        crd_bit = 1;
                    end
                end
                default: begin
                        ns = idle;
                        err = 0;
                        crd_bit=1;
                    end
        endcase    
    end
endmodule
==> /design/flow/run.sh <==
#!/bin/bash
# OpenROAD 26Q1-2900-gdf79404cd8, Yosys 0.63+post, stock flow scripts
make -C /OpenROAD-flow-scripts/flow DESIGN_CONFIG=/design/flow/config.mk WORK_HOME=/design/flow/orfs finish
==> /design/flow/config.mk <==
export PLATFORM = sky130hd
export DESIGN_NAME = crd
export DESIGN_NICKNAME = crd
export VERILOG_FILES = /design/flow/design.v
export SDC_FILE = /design/flow/constraint.sdc
export NUM_CORES = 4
export LEC_CHECK = 1
export CORE_AREA = 10 10 75 75
export DIE_AREA = 0 0 85 85
==> /design/flow/constraint.sdc <==
current_design crd

set clk_period 6.0
set clk_io_pct 0.2

create_clock -name clk0 -period $clk_period [get_ports {clk}]

set non_clock_inputs [all_inputs -no_clocks]
set_input_delay [expr $clk_period * $clk_io_pct] -clock clk0 $non_clock_inputs
set_output_delay [expr $clk_period * $clk_io_pct] -clock clk0 [all_outputs]
==> flow_summary_export.csv <==
group,metric,value,unit
synth,synth.area.top_cells,"dfxtp_1, fa_1, ha_1",
synth,top_area_cell,"dfxtp_1",
route,drt-initial-drc-count,24,
synth,netlist_instances,75,
placed_design,portBuffers,13,
finish,final_cell_mix,"inv_1, dfxtp_1, clkdlybuf4s50_1",
min_path,holdPathStages,2,
synth,yosys_cells,75,
synth,synth_cell_type_count,24,
clock_network,cts_made_buffers,3,
global_route,gr-total-overflow,0,
route,vias,493,
power_and_ir_drop,leakagePower,0.4453,nW
die,die_h,85,um
route,drcViolationCount,0,
critical_path,worst_r2r_endpoint,"cs[1]",
final_timing,rsz0062_at_grt,"no",
synth,synthDominantCellAreaShare,0.3286,
finish,final_cells,143,
global_route,antenna_found_initial,0,
final_timing,worst_slack,0.6185,ns
die,die-width,85,um
critical_path,cp_max_fo,2,
power_and_ir_drop,p_sw,0.06719,mW
critical_path,crit_path_frequent_cell,"fa_1",
power_and_ir_drop,power.internal,0.1843,mW
synth,ys_area,792.0,um^2
critical_path,required,4.80,ns
power_and_ir_drop,p_total,0.2515,mW
clock_network,clock-root-buffer,"clkbuf_8",
critical_path,slowest_delay,0.55,ns
final_timing,finalCriticalPeriod,5.381,ns
synth,synth-edff-count,0,
min_path,hold_path_end,"in_fetch[7]",
final_timing,finalClockPeriodUsage,0.8969,
global_route,grt_first_pass_wirelength,2076,um
placed_design,dp_cells,139,
critical_path,crit_slowest_cell,"fa_1",
min_path,hold_path.class,"input port to flip-flop",
final_timing,hold_violations,0,
route,antennaDiodeCount,0,
synth,yosys_warnings,1,
placed_design,placed_area,980.9,um^2
critical_path,worstSetupStartpointType,"flip-flop",
finish,design_area,0.001026,mm^2
clock_network,cts_tree,"built",
critical_path,path_class,"flip-flop to primary output",
placed_design,routabilityCongestion,0.7315,
finish,fin_util,0.2529,
final_timing,setup-violations-final,0,
placed_design,pre_cts_ws,0.8461,ns
synth,ff_type,"dfxtp_1",
final_timing,holdWs,1.513,ns
critical_path,reg2reg_from,"in_fetch[0]",
critical_path,r2r_cells,12,
clock_network,cts_setup_buffers,0,
synth,synth_area,792.0,um^2
critical_path,startpoint,"in_fetch[0]",
power_and_ir_drop,clkPwrFrac,0.295,
power_and_ir_drop,worst_ir_drop_vdd,0.1245,mV
critical_path,endpoint_kind,"primary output",
finish,layout_top_cell,"inv_1",
final_timing,fin_tns_setup,0,ns
die,chipArea,0.007225,mm^2
placed_design,hpwl,951.2,um
synth,postSynthAreaPerCell,10.56,um^2
final_timing,unclocked_pins,4,
die,coreArea,0.004058,mm^2
power_and_ir_drop,p_per_area,245.1,mW/mm^2
route,ant_nets,0,
global_route,grt_pass1_vias,534,
route,avgRoutedWirePerCell,7.846,um
die,floorplan.core_util,0.1952,
global_route,grt_max_degree,14,
critical_path,rrSetupSlack,2.23,ns
power_and_ir_drop,seqPwrFrac,0.392,
synth,ys_ff,17,
clock_network,hold_buffers,0,
final_timing,finalMaxSlewViolations,0,
job,warnings,28,
clock_network,htree_levels,1,
global_route,grt_util_all_layers,0.03274,
route,viasPerCell,3.448,
status,status,"completed",
min_path,min_from,"data_in[7]",
synth,synthArstFlopShare,0,
power_and_ir_drop,switching_share,0.2672,
finish,final_layout_size_suffix_gt1_frac,0.05376,
final_timing,untimed_endpoints,4,
die,boundaryPins,14,
clock_network,cts_buffer_depth,2,
die,rows,23,
clock_network,path_clk_slew,0.05,ns
clock_network,cts_resized,0,
power_and_ir_drop,power_frac_comb,0.312,
route,first_pass_iters,4,
critical_path,crit_arrival,4.18,ns
finish,syn2layout_area_growth,29.54,%
final_timing,fmax,0.1858,GHz
finish,fillers,409,
job,max_cap_viol_count,0,
critical_path,cp_cell_sequence,"inv_1 -> fa_1 -> fa_1 -> fa_1 -> inv_1 -> ha_1 -> fa_1 -> xor2_2 -> a22o_1 -> a221o_1 -> dlxtn_1 -> clkdlybuf4s50_1",
route,wl,1122,um
==> kinds of logic after synthesis <==
group / after synthesis / share of synthesized area
compound gates: 10 / 0.1027
xor+xnor: 2 / 0.03160
fa+ha+maj: 12 / 0.2464
buf+inv: 16 / 0.08530
flops: 13 / 0.3286
latches: 4 / 0.07583
other cells: 1 / 0.004735
simple gates: 17 / 0.1248
==> worst max path at each step <==
stage | to | depth (start not counted)
after CTS | crd_bit | 12
after global routing | crd_bit | 12
final | crd_bit | 12
==> state kept, by name (all words and copies together), names as in the netlist <==
signal    count
crd_bit       1
in_fetch     10
err           1
ns            2
beg           1
cs            2
==> layout make-up <==
| type | instances | area, um^2 | share of cell area |
|---|---|---|---|
| Multi-Input combinational cell | 45 | 415.4 | 0.4049 |
| Inverter | 14 | 52.55 | 0.05122 |
| Timing Repair Buffer | 13 | 130.1 | 0.1268 |
| Tap cell | 50 | 62.56 | 0.06098 |
| Sequential cell | 17 | 320.3 | 0.3122 |
| Clock buffer | 4 | 45.04 | 0.04390 |
==> worst max-delay path: cells and delay by family, from the launching register on <==
| family | cells | cell delay (ns) |
|---|---|---|
| adders and majority gates | 5 | 2.18 |
| AOI/OAI and AO/OA | 2 | 0.55 |
| buffers and inverters | 3 | 0.48 |
| DFF | 1 | 0.30 |
| latches | 1 | 0.23 |
| xor gates and xnor gates | 1 | 0.20 |
==> synthesized netlist by cell type, types with 2 or more instances <==
library cell / instances
o32ai_1: 2
dlxtn_1: 4
ha_1: 6
fa_1: 6
dfxtp_1: 13
inv_1: 14
nor2b_1: 12
nand2_1: 2
==> power by group through the flow <==
stage	Clock [mW]	Sequential, mW	Combinational, mW
4_1_cts	0.0770	0.0988	0.0799
5_1_grt	0.0809	0.0994	0.0910
6_report	0.0743	0.0987	0.0786
==> routing by layer <==
metal,GRT usage,part of all wire,up-vias
li1,-,-,264
met1,0.04196,0.50,214
met2,0.04768,0.40,13
met3,0.01638,0.088,2
met4,0.008982,0.016,0
met5,0,0,-
Power is estimated from default activity; no workload was simulated.
